--- flow/run.sh ---
#!/bin/bash
# OpenROAD 26Q1-2900-gdf79404cd8, Yosys 0.63+post, stock flow scripts
make -C /OpenROAD-flow-scripts/flow DESIGN_CONFIG=/design/flow/config.mk WORK_HOME=/design/flow/orfs finish
--- flow/config.mk ---
export PLATFORM = sky130hd
export DESIGN_NAME = regfile
export DESIGN_NICKNAME = regfile
export VERILOG_FILES = /design/flow/design.v
export SDC_FILE = /design/flow/constraint.sdc
export NUM_CORES = 4
export LEC_CHECK = 1
export CORE_UTILIZATION = 30
--- flow/constraint.sdc ---
current_design regfile

set clk_period 9.0
set clk_io_pct 0.2

create_clock -name clk0 -period $clk_period [get_ports {clk}]

set non_clock_inputs [all_inputs -no_clocks]
set_input_delay [expr $clk_period * $clk_io_pct] -clock clk0 $non_clock_inputs
set_output_delay [expr $clk_period * $clk_io_pct] -clock clk0 [all_outputs]
--- flow/design.v ---
`timescale 1ns / 1ps
module regfile(
    input             clk,
    input             wen,
    input      [4 :0] raddr1,
    input      [4 :0] raddr2,
    input      [4 :0] waddr,
    input      [3 :0] rf_wbytes,
    input      [31:0] wdata,
    output     [31:0] rdata1,
    output     [31:0] rdata2,
    output [3:0]debug_wb_rf_wen,
    output [4:0]debug_wb_rf_wnum,
    output [31:0]debug_wb_rf_wdata 
    );
    reg [31:0] rf[31:0];
    assign debug_wb_rf_wen = {4{wen}};
    assign debug_wb_rf_wdata = wdata;
    assign debug_wb_rf_wnum = waddr;
    always @(posedge clk)
    begin
        if (wen && waddr != 5'b0 && rf_wbytes[3]) 
        begin
           rf[waddr][31:24] <= wdata[31:24];
        end
        if (wen && waddr != 5'b0 && rf_wbytes[2]) 
        begin
            rf[waddr][23:16] <= wdata[23:16];
        end
        if (wen && waddr != 5'b0 && rf_wbytes[1]) 
        begin
            rf[waddr][15:8] <= wdata[15:8];
        end
        if (wen && waddr != 5'b0 && rf_wbytes[0]) 
        begin
            rf[waddr][7:0] <= wdata[7:0];
        end
    end
    assign rdata1 = (raddr1 == 5'b0)          ? 32'b0 : 
                    (raddr1 == waddr)&&(wen)  ? wdata :
                    rf[raddr1];
    assign rdata2 = (raddr2 == 5'b0)          ? 32'b0 : 
                    (raddr2 == waddr)&&(wen)  ? wdata :
                    rf[raddr2];
endmodule
==> impl_metrics.env <==
# flow metrics
export IMPL_die_height_um=405
export IMPL_ys_top_cells_by_count="edfxtp_1 (1024), mux4_2 (401), mux2i_1 (205)"
export IMPL_cp_startpoint="raddr1[4]"
export IMPL_grt_max_degree=76
export IMPL_cap_viol_max_count=0
export IMPL_grtUsageTotal_pct=22.3
export IMPL_cts_tree="yes"
export IMPL_synth_flops=1024
export IMPL_comb_power_share_pct=10.4
export IMPL_top_regs="rf: 1024 flops"
export IMPL_final_cell_count_no_fill=5295
export IMPL_setup_violations=0
export IMPL_power_mw=10.7
export IMPL_numCtsBuffers=107
export IMPL_placedCellCount=5103
export IMPL_drtIter0Drc=2326
export IMPL_wl_per_cell_um=32.3
export IMPL_top_register="rf"
export IMPL_power_leakage_nw=18.2
export IMPL_synthArstFlopShare_pct=0
export IMPL_grt_pass1_wl_um=239000
export IMPL_switchingPower_mw=2.55
export IMPL_seq_power_share_pct=49.6
export IMPL_die_w_um=405
export IMPL_hpwl_um=113000
export IMPL_arrival_ns=5.95
export IMPL_postCtsSetupRepairBufs=0
export IMPL_clk_pin_slew_ns=0.06
export IMPL_cp_data_required_time_ns=7.20
export IMPL_layout_drive_gt1_share_pct=27.1
export IMPL_yosys_stat_area_um2=48800
export IMPL_syn2layout_area_growth_pct=16.6
export IMPL_core_area_um2=161000
export IMPL_rows=147
export IMPL_top_cell="edfxtp_1"
export IMPL_ys_warn_count=1
export IMPL_globalplace_congestion=0.949
export IMPL_placed_cell_area_um2=53500
export IMPL_antenna_found_initial=5
export IMPL_hold_start="wdata[18]"
export IMPL_grt_pass1_vias=31800
export IMPL_drv_slew=0
export IMPL_slew_limit_headroom_pct=26.7
export IMPL_avgSynthCellArea_um2=17.5
export IMPL_final_area_um2=56900
export IMPL_fmax_mhz=129
export IMPL_synthCells=2789
export IMPL_cts_max_level=3
export IMPL_critical_path_class="input port to output port"
export IMPL_openroad_warnings=26
export IMPL_hold_viol_final=0
export IMPL_edf_count=1024
export IMPL_tightest_slew_ns=1.09
export IMPL_largest_reg_flops=1024
export IMPL_peakVddDrop_mv=0.168
export IMPL_post_cts_resized=0
export IMPL_path_max_fanout=36
export IMPL_portBuffers=157
export IMPL_ys_flop_type="edfxtp_1"
export IMPL_initial_core_util_pct=30.3
export IMPL_cts_root_buffer="clkbuf_16"
export IMPL_ys_cells=2789
export IMPL_antenna_left=0
export IMPL_seq_area_frac_synth_pct=63.0
export IMPL_drtPass1Iterations=5
export IMPL_dieArea_um2=164000
export IMPL_worstSetupEndpointType="output port"
export IMPL_p_clk_share_pct=40.0
export IMPL_rsz0062_at_grt="false"
export IMPL_sw_frac_of_total_pct=23.8
export IMPL_power_density_nw_per_um2=188
export IMPL_layout_min_cycle_time_ns=7.75
export IMPL_min_path_type="input port to flip-flop"
export IMPL_via_per_inst=5.62
export IMPL_hold_buffers=0
export IMPL_cts_max_path_buffers=3
export IMPL_vias=29800
export IMPL_largest_area_cell="edfxtp_1"
export IMPL_p_int_mw=8.16
export IMPL_ios=158
export IMPL_worstSetupStartpointType="input port"
export IMPL_fin_crit_sh_pct=86.1
export IMPL_gr_total_overflow=0
export IMPL_tns_ns=0
export IMPL_routed_wl_um=171000
export IMPL_yosysTopAreaCellShare_pct=63.0
export IMPL_synth_area_um2=48800
export IMPL_run_status="completed"
export IMPL_post_route_drc_count=0
export IMPL_synth_distinct_cells=56
export IMPL_area_leaders="edfxtp_1 (63%), mux4_2 (19%), mux2i_1 (4.2%), nor2_1 (1.2%), a22oi_1 (1.2%)"
export IMPL_clock_sinks=1024
cell usage in the layout, fill, tap and decap left out, types with 20 or more instances in the layout:
cell type and instances:
conb_1 32, a211oi_1 45, clkbuf_1 24, a22oi_1 78
nor2_1 158, clkdlybuf4s50_1 145, mux2_2 37, o221ai_1 27
mux4_2 401, nor4_1 20, mux2i_1 205, nor2b_1 23
o21ai_0 48, a21oi_1 86, edfxtp_1 1024, a32o_1 32
o22ai_1 92, nand2_1 105, buf_4 234, clkbuf_16 110
clkinv_1 20
worst paths after layout:
check / to / slack (ns) / cells after the start
worst min-delay path: rf[16][18]$_DFFE_PP_ / 1.67 / 1
worst max-delay path: rdata1[19] / 1.25 / 10
per-stage QoR:
step | setup WS [ns] | utilization [%] | hold slack (ns)
after floorplan | 3.78 | - | 1.90
final | 1.25 | 35.3 | 1.67
after CTS | 1.51 | 35.3 | 1.64
after global routing | 1.23 | 35.3 | 1.69
after detailed placement | 1.51 | 33.3 | 2.41
after global placement | 1.49 | 33.3 | 2.40
power groups by stage:
stage | registers, mW | clock network, mW | logic, mW
6_report | 5.31 | 4.29 | 1.11
5_1_grt | 5.31 | 4.50 | 1.17
4_1_cts | 5.31 | 4.34 | 1.10
cell families after synthesis:
family / share of synthesized area [%]
flops: 63.0
mux: 23.6
compound gates: 6.58
simple gates: 3.39
buf+inv: 3.22
xor+xnor: 0.180
other cells: 0.00769
area by class of cell:
type,count,area (um2)
timing repair buffer,395,3420
sequential,1024,30700
antenna,4,10.0
clock inverter,54,474
tap,2160,2700
fill,14900,104000
inverter,4,15.0
multi-input combinational,1520,16600
clock buffer,134,2840
metal layers:
| layer | routed length, um | GRT usage [%] | share of wire [%] | up-vias |
|---|---|---|---|---|
| met5 | 480 | 2.11 | 0.28 | - |
| met4 | 7200 | 7.12 | 4.2 | 12 |
| met3 | 32800 | 18.5 | 19 | 343 |
| met2 | 74900 | 31.5 | 44 | 2294 |
| met1 | 55700 | 25.2 | 33 | 14900 |
| li1 | - | - | - | 12200 |
worst max-delay path, stage by stage:
cell and delay (ns):
buf_2 0.60, buf_4 0.56, nor2b_1 0.32, nand2b_1 0.14, buf_4 0.40, a211oi_1 0.10, nor4_1 0.42, a21oi_1 0.20
a21oi_1 0.72, clkdlybuf4s50_1 0.60
Power is estimated from default activity; no workload was simulated.
