[flow/run.sh]
#!/bin/bash
# OpenROAD 26Q1-2900-gdf79404cd8, Yosys 0.63+post, stock flow scripts
make -C /OpenROAD-flow-scripts/flow DESIGN_CONFIG=/design/flow/config.mk WORK_HOME=/design/flow/orfs finish
[flow/config.mk]
export PLATFORM = sky130hd
export DESIGN_NAME = mem
export DESIGN_NICKNAME = mem
export VERILOG_FILES = /design/flow/design.v
export SDC_FILE = /design/flow/constraint.sdc
export NUM_CORES = 4
export LEC_CHECK = 1
export CORE_UTILIZATION = 50
[flow/constraint.sdc]
current_design mem

set clk_period 200.4
set clk_io_pct 0.2

create_clock -name clk0 -period $clk_period [get_ports {clk}]

set non_clock_inputs [all_inputs -no_clocks]
set_input_delay [expr $clk_period * $clk_io_pct] -clock clk0 $non_clock_inputs
set_output_delay [expr $clk_period * $clk_io_pct] -clock clk0 [all_outputs]
[flow/design.v]
`timescale 1ns / 1ps
module dcache(
    input         clk,
    input         resetn,
    input  [29:0] raddr,
    input         clear,
    input         wen,
    input  [29:0] waddr,
    input  [31:0] wdata,
    output [31:0] rdata,
    output        data_in_cache
    );
    reg [56:0] cache_data [63:0];
    initial begin
        cache_data[0] <= 57'b0;
        cache_data[1] <= 57'b0;
        cache_data[2] <= 57'b0;
        cache_data[3] <= 57'b0;
        cache_data[4] <= 57'b0;
        cache_data[5] <= 57'b0;
        cache_data[6] <= 57'b0;
        cache_data[7] <= 57'b0;
        cache_data[8] <= 57'b0;
        cache_data[9] <= 57'b0;
        cache_data[10] <= 57'b0;
        cache_data[11] <= 57'b0;
        cache_data[12] <= 57'b0;
        cache_data[13] <= 57'b0;
        cache_data[14] <= 57'b0;
        cache_data[15] <= 57'b0;
        cache_data[16] <= 57'b0;
        cache_data[17] <= 57'b0;
        cache_data[18] <= 57'b0;
        cache_data[19] <= 57'b0;
        cache_data[20] <= 57'b0;
        cache_data[21] <= 57'b0;
        cache_data[22] <= 57'b0;
        cache_data[23] <= 57'b0;
        cache_data[24] <= 57'b0;
        cache_data[25] <= 57'b0;
        cache_data[26] <= 57'b0;
        cache_data[27] <= 57'b0;
        cache_data[28] <= 57'b0;
        cache_data[29] <= 57'b0;
        cache_data[30] <= 57'b0;
        cache_data[31] <= 57'b0;
        cache_data[32] <= 57'b0;
        cache_data[33] <= 57'b0;
        cache_data[34] <= 57'b0;
        cache_data[35] <= 57'b0;
        cache_data[36] <= 57'b0;
        cache_data[37] <= 57'b0;
        cache_data[38] <= 57'b0;
        cache_data[39] <= 57'b0;
        cache_data[40] <= 57'b0;
        cache_data[41] <= 57'b0;
        cache_data[42] <= 57'b0;
        cache_data[43] <= 57'b0;
        cache_data[44] <= 57'b0;
        cache_data[45] <= 57'b0;
        cache_data[46] <= 57'b0;
        cache_data[47] <= 57'b0;
        cache_data[48] <= 57'b0;
        cache_data[49] <= 57'b0;
        cache_data[50] <= 57'b0;
        cache_data[51] <= 57'b0;
        cache_data[52] <= 57'b0;
        cache_data[53] <= 57'b0;
        cache_data[54] <= 57'b0;
        cache_data[55] <= 57'b0;
        cache_data[56] <= 57'b0;
        cache_data[57] <= 57'b0;
        cache_data[58] <= 57'b0;
        cache_data[59] <= 57'b0;
        cache_data[60] <= 57'b0;
        cache_data[61] <= 57'b0;
        cache_data[62] <= 57'b0;
        cache_data[63] <= 57'b0;
    end
    assign data_in_cache = (cache_data[raddr[5:0]][55:32] == raddr[29:6]) & cache_data[raddr[5:0]][56];
    assign rdata = cache_data[raddr[5:0]][31:0];
    always @(posedge clk) begin
        if (resetn) begin
            if (clear) begin
                cache_data[waddr[5:0]] <= 57'b0;
            end
            else begin
                if (wen) begin
                    cache_data[waddr[5:0]] <= {1'b1, waddr[29:6], wdata};
                end
            end
        end
        else begin
            cache_data[0] <= 57'b0;
            cache_data[1] <= 57'b0;
            cache_data[2] <= 57'b0;
            cache_data[3] <= 57'b0;
            cache_data[4] <= 57'b0;
            cache_data[5] <= 57'b0;
            cache_data[6] <= 57'b0;
            cache_data[7] <= 57'b0;
            cache_data[8] <= 57'b0;
            cache_data[9] <= 57'b0;
            cache_data[10] <= 57'b0;
            cache_data[11] <= 57'b0;
            cache_data[12] <= 57'b0;
            cache_data[13] <= 57'b0;
            cache_data[14] <= 57'b0;
            cache_data[15] <= 57'b0;
            cache_data[16] <= 57'b0;
            cache_data[17] <= 57'b0;
            cache_data[18] <= 57'b0;
            cache_data[19] <= 57'b0;
            cache_data[20] <= 57'b0;
            cache_data[21] <= 57'b0;
            cache_data[22] <= 57'b0;
            cache_data[23] <= 57'b0;
            cache_data[24] <= 57'b0;
            cache_data[25] <= 57'b0;
            cache_data[26] <= 57'b0;
            cache_data[27] <= 57'b0;
            cache_data[28] <= 57'b0;
            cache_data[29] <= 57'b0;
            cache_data[30] <= 57'b0;
            cache_data[31] <= 57'b0;
            cache_data[32] <= 57'b0;
            cache_data[33] <= 57'b0;
            cache_data[34] <= 57'b0;
            cache_data[35] <= 57'b0;
            cache_data[36] <= 57'b0;
            cache_data[37] <= 57'b0;
            cache_data[38] <= 57'b0;
            cache_data[39] <= 57'b0;
            cache_data[40] <= 57'b0;
            cache_data[41] <= 57'b0;
            cache_data[42] <= 57'b0;
            cache_data[43] <= 57'b0;
            cache_data[44] <= 57'b0;
            cache_data[45] <= 57'b0;
            cache_data[46] <= 57'b0;
            cache_data[47] <= 57'b0;
            cache_data[48] <= 57'b0;
            cache_data[49] <= 57'b0;
            cache_data[50] <= 57'b0;
            cache_data[51] <= 57'b0;
            cache_data[52] <= 57'b0;
            cache_data[53] <= 57'b0;
            cache_data[54] <= 57'b0;
            cache_data[55] <= 57'b0;
            cache_data[56] <= 57'b0;
            cache_data[57] <= 57'b0;
            cache_data[58] <= 57'b0;
            cache_data[59] <= 57'b0;
            cache_data[60] <= 57'b0;
            cache_data[61] <= 57'b0;
            cache_data[62] <= 57'b0;
            cache_data[63] <= 57'b0;
        end
    end
endmodule
`timescale 1ns / 1ps
module mem(                          
    input              clk,          
    input              resetn,       
    input              cancel,
    input              MEM_valid,    
    input      [166:0] EXE_MEM_bus_r,
    output             MEM_over,     
    output     [160:0] MEM_WB_bus,   
    input              MEM_allow_in, 
    output     [  4:0] MEM_wdest,    
    output     [ 31:0] MEM__result,
    output             MEM_load, 
    output             MEM_valid_r,
    input      [ 31:0] HI_data,
    input      [ 31:0] LO_data,
    input      [ 31:0] WB_hi_data,
    input      [ 31:0] WB_lo_data,
    input              WB_hi_write,
    input              WB_lo_write,
    input      [ 31:0] cp0r_status,
    input      [ 31:0] cp0r_cause,
    input      [ 31:0] cp0r_epc,
    input      [ 31:0] cp0r_badvaddr, 
    output             MEM_mfhi,
    output             MEM_mflo,
    output             MEM_hi_write,
    output             MEM_lo_write,
    output     [ 31:0] MEM_hi_data,
    output     [ 31:0] MEM_lo_data,
    output             data_req,
    output  reg        data_wr,
    output  reg [1 :0] data_size,
    output      [31:0] data_addr,
    output  reg [31:0] data_wdata,
    input       [31:0] data_rdata,
    input              data_addr_ok,
    input              data_data_ok  
);
    reg data_req_;
    wire inst_store;
    wire data_req_t;
    wire dcache_wen;
    wire data_in_cache;
    wire data_in_cache_t;
    wire [31:0] dcache_rdata;
    wire [31:0] dcache_wdata;
    wire dcache_clear;
    wire [29:0] dcache_waddr;
    dcache dcache_module(
        clk,
        (resetn | cancel),
        {data_addr[31:2]},
        dcache_clear,
        dcache_wen,
        dcache_waddr,
        dcache_wdata,
        dcache_rdata,
        data_in_cache_t
    );
    always @(posedge clk)    
    begin
        if(MEM_over | resetn)
        begin
            data_req_ <= 1'b1;
        end
        else if(MEM_valid && !data_addr_ok && data_req_)
        begin
            data_req_ <= 1'b1;
        end
        else if(data_addr_ok)
        begin
            data_req_ <= 1'b0;
        end
    end
    wire inst_jbr;
    wire [4 :0] mem_control;  
    wire [31:0] store_data;   
    wire [31:0] exe_result;
    wire [31:0] lo_result;
    wire mtc0;
    wire mfc0;
    wire [7 :0] cp0r_addr;
    wire       syscall;   
    wire       break;
    wire       eret;
    wire       rf_wen;    
    wire [4:0] rf_wdest;
    wire [3:0] rf_wbytes;
    wire       ls_bytes_L;
    wire       ls_bytes_R;
    wire       ov_ex;
    wire       ri_ex;
    wire [31:0] pc;  
    wire        inst_SB;
    assign {inst_jbr,
            mem_control,
            store_data,
            exe_result,
            lo_result,
            MEM_hi_write,
            MEM_lo_write,
            MEM_mfhi,
            MEM_mflo,
            mtc0,
            mfc0,
            cp0r_addr,
            syscall,
            break,
            ov_ex,
            ri_ex,
            eret,
            rf_wen,
            rf_wdest,
            pc,
            ls_bytes_L,
            ls_bytes_R,
            rf_wbytes,
            inst_SB         } = EXE_MEM_bus_r;  
    wire inst_load_t;  
    wire inst_store_t;
    wire ls_word;    
    wire ls_dbyte;
    wire l_unsign;    
    assign {inst_load_t,inst_store_t,ls_word,ls_dbyte, l_unsign} = mem_control;
    assign data_addr = exe_result & 32'H1fffffff;
    assign MEM_load = inst_load_t & ((ls_word & data_addr[1:0] == 2'b0) | (ls_dbyte & data_addr[0] == 1'b0) | (~ls_word & ~ls_dbyte)) & MEM_valid;
    assign inst_store = inst_store_t & ((ls_word & data_addr[1:0] == 2'b0) | (ls_dbyte & data_addr[0] == 1'b0) | (~ls_word & ~ls_dbyte) | (ls_dbyte & (ls_bytes_L | ls_bytes_R)));
    assign dcache_wen = ~cancel & ls_word & ~ls_dbyte & ~inst_SB & ((data_req & data_wr) | (data_req & ~data_wr & data_data_ok));
    assign data_req_t = (!MEM_valid)                 ?    1'b0    :
                        (!MEM_load && !inst_store)   ?    1'b0    :
                        data_req_;
    assign data_in_cache = (ls_word & ~ls_dbyte & ~inst_SB & MEM_valid & ~cancel) ? (data_in_cache_t) : 1'b0; 
    assign data_req = ~data_req_t ? 1'b0 : 
                      data_wr ? 1'b1 : 
                      data_in_cache ? 1'b0 : 
                      1'b1;
    assign dcache_wdata = data_wr ? data_wdata : data_rdata;
    assign dcache_clear = (inst_SB | ls_dbyte) & data_req_t & data_wr;
    assign dcache_waddr = {data_addr[31:2]};
    always @ (*)    
    begin
        if (MEM_valid && inst_store && !cancel) 
        begin
            if (ls_word)
            begin
                data_size <= 2'b10; 
                data_wr <= 1'b1;
            end
            else if(ls_dbyte)
            begin   
                if((data_addr[1:0] == 2'b00) || (data_addr[1:0] == 2'b10))
                begin
                    data_size <= 2'b01; 
                    data_wr <= 1'b1;
                end
                else
                begin
                    data_wr <= 1'b0;                    
                end
            end
            else
            begin 
                data_size <= 2'b00; 
                data_wr <= 1'b1;                
            end
        end
        else
        begin
            data_wr <= 1'b0;
        end
    end 
    always @ (*) 
    begin
        if (ls_bytes_L | ls_bytes_R) begin
            data_wdata <= store_data;
        end
        else begin
            case (data_addr[1:0])
                2'b00   : data_wdata <= store_data;
                2'b01   : data_wdata <= {16'd0, store_data[7:0], 8'd0};
                2'b10   : data_wdata <= {store_data[15:0], 16'd0};
                2'b11   : data_wdata <= {store_data[7:0], 24'd0};
                default : data_wdata <= store_data;
            endcase
        end
    end
    wire [31:0] load_result;
    wire [31:0] load_result_t;
    assign load_result_t = (data_req_t & ~data_req & ls_word & ~inst_SB) ? dcache_rdata : data_rdata;
    assign load_result  =   ls_word ? load_result_t : 
                            ls_dbyte & (data_addr[1:0] == 2'd0)   ?   {{16{~l_unsign & load_result_t[15]}}, load_result_t[15:0]}  :
                            ls_dbyte & (data_addr[1:0] == 2'd2)   ?   {{16{~l_unsign & load_result_t[31]}}, load_result_t[31:16]} :
                            data_addr[1:0] == 2'd0   ?   {{24{~l_unsign & load_result_t[7]}}, load_result_t[7:0]} :
                            data_addr[1:0] == 2'd1   ?   {{24{~l_unsign & load_result_t[15]}}, load_result_t[15:8]} :
                            data_addr[1:0] == 2'd2   ?   {{24{~l_unsign & load_result_t[23]}}, load_result_t[23:16]} :
                            {{24{~l_unsign & load_result_t[31]}}, load_result_t[31:24]};
    assign MEM_valid_r = (!MEM_valid)                ?    1'b0    :
                         (!MEM_load && !inst_store)  ?    1'b0    :
                         (~data_req && data_req_t)   ?    1'b1    :
                         data_data_ok                ?    1'b1    :
                         1'b0;
    assign MEM_over = (!MEM_load && !inst_store)    ?  MEM_valid : 
                      (~data_req && data_req_t)     ?  1'b1      :
                      data_data_ok                  ?  1'b1      :
                      1'b0;
    wire adel_ex;
    wire ades_ex;
    wire MEM_wen;
    assign adel_ex = inst_load_t & ((ls_word & data_addr[1:0] != 2'b0) | (ls_dbyte & data_addr[0] != 1'b0));
    assign ades_ex = inst_store_t & ((ls_word & data_addr[1:0] != 2'b0) | (ls_dbyte & data_addr[0] != 1'b0));
    assign MEM_wdest = rf_wdest & {5{MEM_valid}};
    assign MEM_wen = rf_wen & ~adel_ex & ~ades_ex;
    wire [31:0] mem_result; 
    wire [31:0] cp0r_rdata;
    assign cp0r_rdata = (cp0r_addr=={5'd12,3'd0}) ? cp0r_status :
                        (cp0r_addr=={5'd13,3'd0}) ? cp0r_cause  :
                        (cp0r_addr=={5'd14,3'd0}) ? cp0r_epc : 
                        (cp0r_addr=={5'd08,3'd0}) ? cp0r_badvaddr : 32'd0;
    assign mem_result = MEM_load ? load_result : exe_result;
    assign MEM__result =(MEM_mflo & MEM_valid & WB_lo_write)  ? (WB_lo_data & {32{MEM_valid}}) :
                        (MEM_mflo & MEM_valid & !WB_lo_write) ? (LO_data & {32{MEM_valid}})    :
                        (MEM_mfhi & MEM_valid & WB_hi_write)  ? (WB_hi_data & {32{MEM_valid}}) :
                        (MEM_mfhi & MEM_valid & !WB_hi_write) ? (HI_data & {32{MEM_valid}})    :
                        (mfc0 & MEM_valid )                   ? (cp0r_rdata&{32{MEM_valid}}) : 
                        (ls_bytes_L | (rf_wbytes == 4'b1000)) ? {mem_result[7:0], 24'b0} & {32{MEM_valid}} : 
                        (ls_bytes_L | (rf_wbytes == 4'b1100)) ? {mem_result[15:0], 16'b0} & {32{MEM_valid}} : 
                        (ls_bytes_L | (rf_wbytes == 4'b1110)) ? {mem_result[23:0], 8'b0} & {32{MEM_valid}} : 
                        (ls_bytes_L | (rf_wbytes == 4'b1111)) ? mem_result & {32{MEM_valid}} : 
                        (ls_bytes_R | (rf_wbytes == 4'b1111)) ? mem_result & {32{MEM_valid}} : 
                        (ls_bytes_R | (rf_wbytes == 4'b0111)) ? {8'b0, mem_result[31:8]} & {32{MEM_valid}} : 
                        (ls_bytes_R | (rf_wbytes == 4'b0011)) ? {16'b0, mem_result[31:16]} & {32{MEM_valid}} : 
                        (ls_bytes_R | (rf_wbytes == 4'b0001)) ? {24'b0, mem_result[31:24]} & {32{MEM_valid}} : 
                        mem_result & {32{MEM_valid}};
	assign MEM_hi_data = mem_result;
    assign MEM_lo_data = lo_result;    
	assign MEM_WB_bus = {inst_jbr,MEM_wen,rf_wdest,                   
                         mem_result,                        
                         lo_result,                         
                         MEM_hi_write,MEM_lo_write,                 
                         MEM_mfhi,MEM_mflo,                         
                         mtc0,mfc0,cp0r_addr,syscall,break,ov_ex,adel_ex,ades_ex,ri_ex,eret, 
                         exe_result,
                         pc, rf_wbytes};                                
endmodule
==> qor.csv <==
stage,metric,value,unit
synthesis,syn-cell-area,155000,sq um
synthesis,common_cells,"nand2_1, a21oi_1, dfxtp_1",
sta,layout_setup_ws,109.62,ns
synthesis,synth_stat.cells,20141,
setup_path,slowest_stage,mux2i_1,
synthesis,top_cells_by_area,"dfxtp_1, nand2_1, a21oi_1",
setup_path,required,160.32,ns
outcome,status,"complete, but fails checks",
sta,finalHoldViolCount,0,
sta,fin_setup_tns,0,ns
clock_tree,cts_resized,0,
setup_path,crit_chain,buf_8 > buf_4 > buf_4 > buf_4 > buf_4 > buf_4 > mux4_2 > a22o_1 > a2111oi_0 > o22ai_1 > xor2_1 > nor4_2 > nand4b_1 > nor3_4 > buf_4 > mux2i_1 > o21ai_0 > o21ai_1 > o221ai_1 > a21boi_0 > clkdlybuf4s50_1,
layout,layout.cells.non_filler,24096,
clock_tree,h-tree-depth,5,
sta,rsz0062_at_grt,no,
sta,setup_viol,0,
sta,finalClockPeriodUsage,0.453,
setup_path,endpoint_kind,primary output,
detailed_routing,ant_nets,0,
power_and_ir_drop,ir_worst_vdd,0.00000799,V
synthesis,top_cell,nand2_1,
clock_tree,cts_tree,yes,
sta,maxSlewViolCount,2,
synthesis,synth_area_per_cell,7.67,sq um
setup_path,max_stage_delay,0.86,ns
sta,fin_skew,0.0659,ns
floorplan,die-area,311000,sq um
layout,syn_to_final_growth,13.2,%
layout,drive_above_1_share,0.0936,
setup_path,path_max_fanout,40,
clock_tree,cts_max_path_buffers,4,
synthesis,synthCells,20141,
global_route,grt_pass1_wl,1090000,microns
global_route,grt_start_max_net_pins,153,
job,cap_violations,1,
clock_tree,root_buffer,clkbuf_16,
placement,placed_cells,23351,
power_and_ir_drop,total_power,1.51,mW
clock_tree,numCtsBuffers,374,
floorplan,io_pins,801,
synthesis,ys_ff,3459,
detailed_routing,via_per_inst,6.46,
floorplan,die_h,558,microns
power_and_ir_drop,p_sw,380,uW
synthesis,edf_count,0,
sta,slew_headroom,-0.0429,
synthesis,ys_types,103,
detailed_routing,routedWlPerCell,32.6,microns
power_and_ir_drop,internal_power,1.13,mW
setup_path,crit_top_cell,buf_4,
layout,fin_util,0.571,
clock_tree,postCtsHoldBufs,0,
detailed_routing,first_pass_iters,9,
global_route,grt_pass1_vias,141257,
synthesis,yosys_most_used_dff,dfxtp_1,
power_and_ir_drop,combPwrFrac,0.071,
sta,unclocked_pins,2,
placement,dp_hpwl,485000,microns
detailed_routing,drtIter0Drc,19466,
detailed_routing,drc,0,
power_and_ir_drop,swShare,0.251,
synthesis,yosys_warnings,2,
power_and_ir_drop,power_frac_seq,0.454,
power_and_ir_drop,clkPwrFrac,0.475,
setup_path,crit_buf_inv,8,
clock_tree,insertion_delay,1.01,ns
global_route,grt-ovfl-total,0,
setup_path,worst-endpoint-arrival,50.70,ns
sta,fin_crit,90.78,ns
clock_tree,clk_pin_slew,0.05,ns
clock_tree,cts_setup_buffers,0,
synthesis,top_area_cell,dfxtp_1,
placement,port_buffers,614,
sta,fmax,11.0,MHz
sta,worst_pin_slew,1.56,ns
power_and_ir_drop,power_density,8.65,nW/um^2
sta,hold_ws,0.448,ns
global_route,antenna_found_initial,78,
floorplan,fp-utilization,0.504,
placement,place_ws,110.37,ns
job,warning_count,54,
detailed_routing,vias,155644,
outcome,violations,"max-capacitance violations, max-slew violations",
setup_path,critPathLaunchType,input port,
synthesis,postSynth.asyncResetShare,0,
synthesis,ys_chip_area,155000,sq um
global_route,grt_use_total,0.515,
floorplan,core_area,307000,sq um
setup_path,path_delay_family,buffers and inverters,
setup_path,criticalPathCategory,input port to primary output,
detailed_routing,routed_wl,787000,microns
placement,place_congestion,1.05,
floorplan,fp-row-count,203,
synthesis,synth_top_area_share,0.448,
placement,dpl-instance-area,162000,sq um
layout,fillers,28573,
floorplan,die_w,558,microns
hold_path,hp-class,flip-flop to flip-flop,
layout,finalInstanceArea,175000,sq um
sta,unconstrained_endpoints,4,
power_and_ir_drop,p_leak,59.2,nW
-- power by group through the flow --
stage                 registers, mW  logic [mW]  clock network [mW]
after CTS                     0.687       0.101               0.718
after global routing          0.687       0.107               0.745
final                         0.687       0.108               0.719
-- per-layer routing --
metal  vias to the layer above  track usage  wire [microns]  share of wire
met5                         -       0.0366            1780         0.0023
met3                      2636        0.275          128000           0.16
li1                      67389            -               -              -
met4                        84        0.347           66700          0.085
met1                     74795        0.671          280000           0.36
met2                     10740        0.662          310000           0.39
-- flip-flops by register name (all words and copies together), names as in the netlist --
signal                    flops
dcache_module.cache_data   3456
data_req_                     1
data_size                     2
-- worst reg2reg max path: stages, from the launching register on --
cell	delay, ns
dfxtp_1	0.31
a221o_1	0.31
a21oi_1	1.20
o22ai_1	0.17
nor4_1	0.62
xor2_1	0.13
o211ai_1	0.41
nor2_2	0.20
a21oi_1	0.50
o2111a_4	0.53
buf_4	0.54
buf_4	0.67
and2_2	0.61
buf_4	0.65
nand2_1	0.18
a21oi_1	0.17
-- final cells by class --
type	instances	area, sq um	share of cell area
Sequential cell	3459	69200	0.396
Clock inverter	122	1580	0.00900
Timing Repair Buffer	1288	11300	0.0647
Inverter	28	120	0.000686
Multi-Input combinational cell	14476	76500	0.437
Antenna cell	81	203	0.00116
Clock buffer	542	10900	0.0625
Tap cell	4100	5130	0.0293
-- path summary, 6_finish.rpt --
kind                                    start                               to  slack [ns]  cells past startpoint
max                         EXE_MEM_bus_r[98]                  MEM__result[13]      109.62                     21
max reg2reg  dcache_module.cache_data[31][34]  dcache_module.cache_data[8][49]      193.12                     15
min reg2reg   dcache_module.cache_data[15][6]  dcache_module.cache_data[15][6]        0.45                      2
min           dcache_module.cache_data[15][6]  dcache_module.cache_data[15][6]        0.45                      2
-- cells by family (layout without fill, tap and decap cells) --
| logic type | count (synthesis) | count (layout) | synth area share |
|---|---|---|---|
| flip-flops | 3457 | 3457 | 0.448 |
| latches | 2 | 2 | 0.000194 |
| XOR/XNOR | 18 | 18 | 0.00102 |
| AND-OR/OR-AND | 5533 | 5533 | 0.210 |
| multiplexers | 867 | 867 | 0.0713 |
| AND/OR/NAND/NOR | 8054 | 8054 | 0.204 |
| buffers and inverters | 2209 | 1980 | 0.0665 |
| other | 1 | 85 | 0.0000243 |
-- layout by cell type, fill, tap and decap left out, types with 148 or more instances in the layout --
cell	Yosys	final
o21ai_0	153	148
mux2_2	156	156
a21oi_1	3835	3810
nor2_1	296	283
buf_4	259	666
mux4_2	160	160
a22oi_1	500	500
mux2i_1	542	542
dfxtp_1	3457	3457
nand2_1	7244	7177
a221oi_1	347	347
clkbuf_16	0	378
clkdlybuf4s50_1	0	605
Power figures rest on the tool's default switching activity, not on a simulated workload.
